<file path="design.v">
`timescale 1ns / 1ps
module uart_transmitter #(
    parameter CLK_FREQ   = 100_000_000,  
    parameter BAUD_RATE  = 9600,         
    parameter DATA_WIDTH = 4             
)(
    input  wire                      clk,
    input  wire                      reset,
    input  wire [DATA_WIDTH-1:0]    data_in,
    input  wire                     transmit_en,
    output reg  [DATA_WIDTH-1:0]    status_leds,
    output wire                     tx_out
);
    localparam BAUD_PERIOD = CLK_FREQ / BAUD_RATE;
    typedef enum logic [2:0] {
        IDLE,
        START_BIT,
        DATA_BITS,
        STOP_BIT,
        DONE
    } uart_state_t;
    uart_state_t current_state;
    reg [7:0]    tx_data;         
    reg [2:0]    bit_counter;     
    reg [15:0]   baud_counter;
    reg          tx_reg;          
    assign tx_out = tx_reg;
    always @(posedge clk) begin
        if (reset) begin
            current_state <= IDLE;
            tx_data       <= 8'b0;
            bit_counter   <= 3'b0;
            baud_counter  <= 16'b0;
            tx_reg        <= 1'b1;  
            status_leds   <= {DATA_WIDTH{1'b0}};
        end else begin
            case (current_state)
                IDLE: begin
                    tx_reg <= 1'b1;  
                    if (transmit_en) begin
                        tx_data       <= { {(8-DATA_WIDTH){1'b0}}, data_in };  
                        status_leds   <= data_in;
                        baud_counter  <= 0;
                        current_state <= START_BIT;
                    end
                end
                START_BIT: begin
                    if (baud_counter == BAUD_PERIOD - 1) begin
                        tx_reg        <= 1'b0;  
                        baud_counter  <= 0;
                        bit_counter   <= 0;
                        current_state <= DATA_BITS;
                    end else begin
                        baud_counter <= baud_counter + 1;
                    end
                end
                DATA_BITS: begin
                    if (baud_counter == BAUD_PERIOD - 1) begin
                        tx_reg       <= tx_data[bit_counter];
                        baud_counter <= 0;
                        if (bit_counter == 3'b111)
                            current_state <= STOP_BIT;
                        else
                            bit_counter <= bit_counter + 1;
                    end else begin
                        baud_counter <= baud_counter + 1;
                    end
                end
                STOP_BIT: begin
                    if (baud_counter == BAUD_PERIOD - 1) begin
                        tx_reg        <= 1'b1;  
                        baud_counter  <= 16'b0;;
                        current_state <= DONE;
                    end else begin
                        baud_counter <= baud_counter + 1;
                    end
                end
                DONE: begin
                    current_state <= IDLE;
                end
            endcase
        end
    end
endmodule
</file>
<file path="run.sh">
#!/bin/bash
# OpenROAD 26Q1-2900-gdf79404cd8, Yosys 0.63+post, stock flow scripts
make -C /OpenROAD-flow-scripts/flow DESIGN_CONFIG=/design/flow/config.mk WORK_HOME=/design/flow/orfs finish
</file>
<file path="config.mk">
export PLATFORM = sky130hd
export DESIGN_NAME = uart_transmitter
export DESIGN_NICKNAME = uart_transmitter
export VERILOG_FILES = /design/flow/design.v
export SDC_FILE = /design/flow/constraint.sdc
export NUM_CORES = 4
export LEC_CHECK = 1
export CORE_UTILIZATION = 30
</file>
<file path="constraint.sdc">
current_design uart_transmitter

set clk_period 2.8
set clk_io_pct 0.2

create_clock -name clk0 -period $clk_period [get_ports {clk}]

set non_clock_inputs [all_inputs -no_clocks]
set_input_delay [expr $clk_period * $clk_io_pct] -clock clk0 $non_clock_inputs
set_output_delay [expr $clk_period * $clk_io_pct] -clock clk0 [all_outputs]
</file>
==> changes_impl.md <==
### Physical design

- Yosys Warn Count: 1
- Non-Filler Instances: 256
- Clock Skew: approximately 0.0029 ns
- Hold Vio Cnt, Final: 0
- Worst-path clk slew: about 0.060 ns
- Leak: 0.5814 nW
- Largest net degree at the start of global routing: 19
- Critical path class: input port to flop
- Top flop regs: baud_counter: 16 flops, current_state: 5 flops, status_leds: 4 flops
- Post-synth seq share: between 30% and 40%
- Max Slew Vio Count: 0
- Hold_buf cts: 0
- Tmin final: a little over 2 ns
- Drt first pass iters: 4
- Total GRT Usage: between 10% and 20%
- CTS resizes: 0
- Met3 Routed Length: 73 um
- IO Pins: 12
- Post-CTS Setup Inserts: 0
- Status: finished, final reports clean
- Vias in the first global route: roughly 1.2k
- Area Growth Syn to Fin: 17.91%
- Yosys chip area: between 1500 and 2000 sq um
- Gpl congestion: 0.8312
- Met2 WL: 1334 um
- Clock latency (worst-skew pair): around 0.28 ns
- Die Wd: around 74 um
- Max_cap viols: 0
- Core ar.: around 4800 sq um
- Die Area: between 5000 and 6000 sq um
- Worst-margin pin slew: around 0.69 ns
- Reg2reg setup slack: 0.79 ns
- Cell count of the worst reg-to-reg path: 5
- Vias per inst: roughly 5.2
- Antenna violations before repair: 0
- Total CTS buffers: 5
- CP Launch Type: input port
- Reg-to-Reg Start: baud_counter[0]
- Max FFs per register: 16
- RSZ-0062 raised after global routing: no
- Cycle use final: approximately three quarters
- Critical Path Sink Type: flop
- Top layer in use: met4
- Fmax: ~0.49 GHz
- Largest register by flop count: baud_counter
- Power per cell area: 478.0 nW/um^2
- Antenna cells: 0
- Clock Sinks: 29
- # Cells Yosys: between 150 and 200
- Hold Worst Slack: about 0.42 ns
- FP Core Util: approximately a third
- Post-synthesis register bit count: 29
- Htree depth: 2
- VDD IR max: 0.3470 mV
- Standard-cell rows: 25
- Cells after synthesis: between 150 and 200
- Fin area: ~1800 sq um
- Min-Delay Path Class: flop to flop
- Avg Inst Size Synth: a little under 9 sq um
- DP Cell Count: ~250
- RR Endpoint: baud_counter[12]
- Worst EP required: ~3.0 ns
- Met1 WL: approximately 1800 um
- First-pass GRT wire length: 5664 um
- Arr. time, crit path: 2.25 ns
- Detail Placement HPWL: approximately 2300 um
- Antenna-violating nets left: 0
- Die Ht: 74.06 um
- Unique masters post-synth: 43
- Hold Crit Start: current_state[1]
- Hold endpoint: current_state[0]
- Root buffer cell: clkbuf_8
- Initial DRC count: 79
- DRT Wirelength: between 3000 and 4000 um
- Detailed-route via count: roughly 1.3k
- CTS tree: done
- Clock buffer depth: 2
- IO buf count: 11
- Syn Std Cell Area: around 1600 sq um
- Setup TNS: 0 ns
- Critical path peak fanout: 18
- DRC Markers: 0
- Layout cells sized above 1: between 10% and 20%
- Tool warnings: 25
- Slew margin rel.: between 50% and 60%
- Final setup viols: 0
- Wire per inst: 12.72 um
- Grt ovf: 0
- Worst hold stages: 1
- Dpl cell area: 1735 sq um
==> per-stage QoR <==
step                setup WS (ns)  utilization (%)  total power, W
detailed placement         0.4502            35.79       0.0005047
global placement           0.4752            35.79       0.0005058
CTS                        0.7417            37.88       0.0008861
finish                     0.7505            37.88       0.0008780
floorplan                   1.032                -       0.0004778
global route               0.6378            37.88       0.0009162
==> cell usage after synthesis <==
library cell,instances,area [sq um]
a21oi_4,1,16.27
nor2b_1,3,18.77
or2b_1,1,7.510
nor3b_1,2,15.01
or3_1,3,18.77
o21ai_2,1,8.760
and4_1,2,17.52
dfxtp_1,29,580.6
and3b_1,1,8.760
nor4_1,2,12.51
nor2_1,7,26.28
nand3b_1,1,7.510
or4_1,9,67.56
buf_6,2,22.52
o211ai_4,1,21.27
nand4_1,5,31.28
a211oi_2,9,112.6
and2_1,2,12.51
nor4b_1,1,8.760
o21ai_1,1,5.000
buf_2,1,5.000
nand2b_1,1,6.260
o21a_1,1,7.510
o31ai_1,8,60.06
nand3_1,14,70.07
clkbuf_1,3,11.26
or2_2,1,6.260
nand4_4,1,21.27
and4b_1,1,10.01
o21ai_0,8,40.04
nor3_1,1,5.000
nand4b_1,1,8.760
nand2_1,18,67.56
and3_1,3,18.77
inv_1,2,7.510
nand3_2,1,10.01
and4bb_1,1,12.51
mux2i_1,1,10.01
mux4_2,1,22.52
a21oi_1,16,80.08
a31oi_1,2,12.51
ha_1,3,37.54
buf_1,2,7.510
==> placed cells by master (no fill, tap or decap), types with 2 or more instances in the layout <==
cell,n
dfxtp_1,29
nand2_1,18
a21oi_1,16
nand3_1,14
clkdlybuf4s50_1,11
or4_1,9
a211oi_2,9
o21ai_0,8
o31ai_1,8
nor2_1,7
clkbuf_8,7
nand4_1,5
buf_4,4
nor2b_1,3
or3_1,3
and3_1,3
ha_1,3
nor3b_1,2
inv_1,2
and4_1,2
and2_1,2
nor4_1,2
a31oi_1,2
==> where the power goes <==
group | leakage, nW | internal [W] | switching (W)
logic | 0.292 | 0.0000280 | 0.0000386
clock network | 0.0542 | 0.000222 | 0.000161
registers | 0.235 | 0.000419 | 0.00000958
==> cell type report <==
cell class	instances	area, sq um
Tap cell	67	83.83
Inverter	2	7.507
Sequential cell	29	580.6
Fill cell	506	3012
Multi-Input combinational cell	135	923.4
Timing Repair Buffer	15	140.1
Clock inverter	1	5.005
Clock buffer	7	96.34
==> worst max-delay path by stage <==
stage | start | to | slack (ns) | cells after the start
4_1_cts | transmit_en | baud_counter[15] | 0.74 | 5
5_1_grt | transmit_en | baud_counter[13] | 0.64 | 5
6_report | transmit_en | baud_counter[13] | 0.75 | 5
==> critical path, cell delays in order <==
cell and delay [ns]:
clkdlybuf4s50_1 0.49, nand2b_1 0.22, o211ai_4 0.21, or4_1 0.57
a211oi_2 0.22
==> metal layers <==
metal  global-route usage, %  up-vias
li1                        -      697
met5                       0        -
met4                   2.350        0
met2                   18.99       12
met1                   21.42      616
met3                   2.473        7
==> cell families after synthesis <==
kind of cell    Yosys count  share of synthesized area, %
compound gates           48                         23.37
fa+ha+maj                 3                         2.410
flops                    29                         37.27
mux                       2                         2.088
simple gates             82                         31.41
buf+inv                  10                         3.454
Power and IR drop assume default switching activity.
